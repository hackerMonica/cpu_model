File: flow/run.sh
#!/bin/bash
# OpenROAD 26Q1-2900-gdf79404cd8, Yosys 0.63+post, stock flow scripts
make -C /OpenROAD-flow-scripts/flow DESIGN_CONFIG=/design/flow/config.mk WORK_HOME=/design/flow/orfs finish
File: flow/config.mk
export PLATFORM = sky130hd
export DESIGN_NAME = NPC
export DESIGN_NICKNAME = NPC
export VERILOG_FILES = /design/flow/design.v
export SDC_FILE = /design/flow/constraint.sdc
export NUM_CORES = 4
export LEC_CHECK = 1
export CORE_UTILIZATION = 30
File: flow/constraint.sdc
current_design NPC

set clk_period 29.9
set clk_io_pct 0.2

create_clock -name clk0 -period $clk_period

set non_clock_inputs [all_inputs -no_clocks]
set_input_delay [expr $clk_period * $clk_io_pct] -clock clk0 $non_clock_inputs
set_output_delay [expr $clk_period * $clk_io_pct] -clock clk0 [all_outputs]
File: flow/design.v
module NPC (
    input wire [31:0]pc,
    input wire [31:0]imm,
    input wire [31:0]ra,
    input wire [2:0]NPCop,
    output reg [31:0]pc4,
    output reg [31:0]npc
);
    always @(*) begin
        pc4=pc+4;
        case(NPCop[2:1])
            2'b00:  npc=pc+4;
            2'b01:  npc=imm+pc;
            2'b10:  npc=ra;
            2'b11:begin
                case(NPCop[0])
                    1'b0:   npc=pc+4;
                    1'b1:   npc=pc+imm;
                endcase
            end
        endcase
    end
endmodule
==> qor.csv <==
metric,value,unit
run status,finished clean,
Syn Inst Count,442,
"Hold Vio Cnt, Final",0,
Hold Path Class,primary input to primary output,
initial antenna violation count,0,
Die Width,103,um
layout cells sized above 1,4.96,%
Post-Layout Cell Count,718,
routability congestion estimate,0.914,
Peak VDD IR,0.00000794,V
Synth area leaders,"ha_1 13%, xnor2_1 9.4%, nand2_1 6.1%, xor2_1 6.0%, mux2i_1 5.6%",
Power Internal,48.9,uW
pin count of the biggest net entering global routing,49,
area delta synth->final,55.3,%
yosys warns,1,
crit path max-delay cell type,clkdlybuf4s50_1,
Chip Area,0.0106,mm2
"critical path, cell by cell",clkdlybuf4s50_1 > ha_1 > a21oi_1 > o21bai_1 > a221o_1 > o21ai_1 > nand3_1 > a221oi_2 > xor2_1 > o21ai_0 > clkdlybuf4s50_1,
Crit. End Element,primary output,
stage-log warning count,32,
crit start category,primary input,
Core Density at Floorplan,31.2,%
power per cell area,18.7,mW/mm2
Tcrit/Tclk final,50.5,%
total track usage,22.4,%
Final Instance Area,0.00475,mm2
vias in the first global route,3421,
CTS Hold Bufs,0,
"Setup violations, final",0,
CP Data Arrival Time,9.13,ns
Buf/Inv on CP,2,
I/O pins,163,
switch share,44.9,%
Setup Buffers After CTS,0,
initial DRC count,217,
Seq pwr share,0,%
"Seq/Total Area, Yosys",0,%
CLK BUF,0,
FILL cells,998,
yosys synthesis chip area,0.00306,mm2
average cell area after synthesis,6.93,um2
kind of critical path,primary input to primary output,
DP Area,0.00475,mm2
worst-margin pin slew,0.614,ns
Die H,103,um
Fmax,66.2,MHz
Combinational Power Share,100.0,%
# Cells Yosys,442,
sequential cell area,0,um2
Via-to-Cell Ratio,5.36,
DRT Pass-1 Iters,5,
post-layout min period,15.11,ns
dpl hpwl,10100,um
Congestion Overflow GR,0,
vias post-DR,3847,
Post-Place Cells,718,
core area,0.00982,mm2
n_diodes,0,
CP Max Fanout,9,
Clock Power Share,0,%
TNS Setup,0,ns
drt drc,0,
Crit path required time,23.92,ns
top cell family by delay on the critical path,AND-OR/OR-AND gates,
slew margin rel.,58.9,%
Pins Over Slew Limit,0,
CP most frequent cell,clkdlybuf4s50_1,
mean routed wirelength per cell,17.0,um
first-pass GRT wire length,18200,um
Port Buffers,163,
Psw,39.9,uW
Synth Cell Area,0.00306,mm2
post_cts resized,0,
Leak,0.00191,uW
final wirelength,12200,um
flop count,0,
Routed Antenna Nets,0,
Area leader share,13.1,%
RSZ-0062 raised after global routing,no,
Rows,36,
Yosys cell types,61,
Yosys top cell by area,ha_1,
delay of the slowest cell on the worst path,0.51,ns
Max-Cap Viols,0,
-- power by group through the flow --
stage	Combinational, uW	Sequential [uW]	Clock (uW)
after global routing	97.5	0	0
after CTS	89.1	0	0
final	88.8	0	0
-- cells in the mapped netlist (10+ instances only) --
master,count
mux2i_1,17
clkbuf_1,14
o21ai_0,33
xnor2_1,33
nand3_1,22
nor2_1,25
xor2_1,21
a31oi_1,10
a21oi_1,29
a21o_1,11
ha_1,32
and3_1,13
nand2_1,50
-- per-layer routing --
| metal | track usage, % | vias up | wire, um |
|---|---|---|---|
| met1 | 35.2 | 1782 | 6190 |
| met5 | 0 | - | 0 |
| met4 | 0.975 | 0 | 51 |
| met3 | 1.31 | 6 | 647 |
| met2 | 35.0 | 104 | 5330 |
| li1 | - | 1955 | - |
-- cells by family (layout without fill, tap and decap cells) --
kind of cell / Yosys count / count (layout) / share of synthesized area [%]
compound gates: 148 / 148 / 32.0
xor+xnor: 54 / 54 / 15.4
simple gates: 154 / 154 / 26.2
mux: 21 / 21 / 7.03
buf+inv: 32 / 175 / 5.56
fa+ha+maj: 33 / 33 / 13.7
-- final timing paths --
check	depth (start not counted)	slack, ns	end	from
hold / removal	2	12.84	pc4[0]	pc[0]
setup / recovery	11	14.79	npc[30]	pc[9]
-- stage by stage --
| stage | util (%) | worst slack (ns) | hold slack [ns] | power (uW) |
|---|---|---|---|---|
| 5_1_grt | 48.4 | 14.58 | 12.88 | 97.5 |
| 2_1_floorplan | - | 16.13 | 11.98 | 45.3 |
| 3_5_place_dp | 48.4 | 14.82 | 12.84 | 88.6 |
| 3_3_place_gp | 48.4 | 14.81 | 12.84 | 88.9 |
| 6_report | 48.4 | 14.79 | 12.84 | 88.8 |
| 4_1_cts | 48.4 | 14.83 | 12.85 | 89.1 |
-- cell type report --
class / instances / area, um2 / share of cell area [%]
well taps: 133 / 166 / 3.50
multi-input cells: 410 / 2890 / 60.8
inverters: 7 / 26.3 / 0.553
repair buffers: 168 / 1670 / 35.1
-- placed cells by master, fill, tap and decap left out, drive strengths merged, types with 21 or more instances in the layout --
| cell type | instances |
|---|---|
| ha | 32 |
| clkdlybuf4s50 | 163 |
| a21oi | 30 |
| nand2 | 50 |
| xor2 | 21 |
| o21ai | 38 |
| nand3 | 22 |
| xnor2 | 33 |
| nor2 | 26 |
Power is estimated from default activity; no workload was simulated.
