**/design/flow/run.sh**
```bash
#!/bin/bash
# OpenROAD 26Q1-2900-gdf79404cd8, Yosys 0.63+post, stock flow scripts
make -C /OpenROAD-flow-scripts/flow DESIGN_CONFIG=/design/flow/config.mk WORK_HOME=/design/flow/orfs finish
```
**/design/flow/config.mk**
```make
export PLATFORM = sky130hd
export DESIGN_NAME = RF
export DESIGN_NICKNAME = RF
export VERILOG_FILES = /design/flow/design.v
export SDC_FILE = /design/flow/constraint.sdc
export NUM_CORES = 4
export LEC_CHECK = 1
export CORE_UTILIZATION = 30
```
**/design/flow/constraint.sdc**
```tcl
current_design RF

set clk_period 15.3
set clk_io_pct 0.2

create_clock -name clk0 -period $clk_period [get_ports {clk}]

set non_clock_inputs [all_inputs -no_clocks]
set_input_delay [expr $clk_period * $clk_io_pct] -clock clk0 $non_clock_inputs
set_output_delay [expr $clk_period * $clk_io_pct] -clock clk0 [all_outputs]
```
**/design/flow/design.v**
```verilog
module RF (
    input wire clk,
    input wire rst,
    input wire RFWr,
    input wire [31:0]rR1,
    input wire [31:0]rR2,
    input wire [31:0]wR,
    input wire [31:0]wD,
    output reg [31:0]rD1,
    output reg [31:0]rD2
);
    reg [31:0]x[31:0];
    always @(*) begin
        if (rR1==0) begin
            rD1=0;
        end else begin
            rD1=x[rR1];
        end
    end
    always @(*) begin
        if (rR2==0) begin
            rD2=0;
        end else begin
            rD2=x[rR2];
        end
    end
    always @(posedge clk) begin
        if (rst==1'b1) begin
            x[0]=0;
            x[1]=0;
            x[2]=0;
            x[3]=0;
            x[4]=0;
            x[5]=0;
            x[6]=0;
            x[7]=0;
            x[8]=0;
            x[9]=0;
            x[10]=0;
            x[11]=0;
            x[12]=0;
            x[13]=0;
            x[14]=0;
            x[15]=0;
            x[16]=0;
            x[17]=0;
            x[18]=0;
            x[19]=0;
            x[20]=0;
            x[21]=0;
            x[22]=0;
            x[23]=0;
            x[24]=0;
            x[25]=0;
            x[26]=0;
            x[27]=0;
            x[28]=0;
            x[29]=0;
            x[30]=0;
            x[31]=0;
        end
        else if (RFWr==1) begin
            x[wR]=wD;
        end
    end
endmodule
```
==> metrics.txt <==
# HELP chip_impl_metric Flow report values
# TYPE chip_impl_metric gauge
chip_impl_metric{name="detail_route.vias_per_cell",unit=""} 5.45
chip_impl_metric{name="worst_case_clock_buffer_depth",unit=""} 3
chip_impl_metric{name="drt_wl_total",unit="um"} 187000
chip_impl_metric{name="timing.critical_path.buf_inv",unit=""} 5
chip_impl_metric{name="initCoreUtil",unit="%"} 30.4
chip_impl_info{name="min_delay_startpoint",value="wD[11]"} 1
chip_impl_metric{name="vdd_drop_max",unit="V"} 0.0000920
chip_impl_info{name="worst_setup_path_startpoint",value="rR2[0]"} 1
chip_impl_metric{name="required",unit="ps"} 12240
chip_impl_metric{name="ys_seq_share",unit="%"} 55.8
chip_impl_metric{name="asyncSetResetFlopFracSynth",unit="%"} 0
chip_impl_info{name="clock_tree_from_tritoncts",value="yes"} 1
chip_impl_metric{name="detailedRoute.firstPassIterationCount",unit=""} 5
chip_impl_metric{name="first_pass_grt_wire_length",unit="um"} 264000
chip_impl_metric{name="yosys-stat-area",unit="um2"} 55100
chip_impl_metric{name="netlist_instances",unit=""} 3908
chip_impl_metric{name="final_layout_size_suffix_gt1_share",unit="%"} 18.4
chip_impl_metric{name="post-dp-hpwl",unit="um"} 108000
chip_impl_metric{name="chip_width",unit="um"} 431
chip_impl_metric{name="placement.io_buffers",unit=""} 167
chip_impl_info{name="critPathMostFrequentCell",value="buf_4"} 1
chip_impl_metric{name="area_delta_synth_final",unit="%"} 14.3
chip_impl_metric{name="worst-path-max-fanout",unit=""} 42
chip_impl_metric{name="largest_reg_flops",unit=""} 1024
chip_impl_metric{name="design.core.area",unit="um2"} 182000
chip_impl_info{name="synth.top_cells.by_area",value="edfxtp_1 (56%), mux4_2 (14%), and2_1 (12%)"} 1
chip_impl_metric{name="dieArea",unit="um2"} 185000
chip_impl_metric{name="max_cap_violations",unit=""} 0
chip_impl_metric{name="gr-usage-all-layers",unit="%"} 21.4
chip_impl_metric{name="hold_violations",unit=""} 0
chip_impl_metric{name="postCtsResizedCells",unit=""} 0
chip_impl_info{name="dominantRegCellSynth",value="edfxtp_1"} 1
chip_impl_metric{name="cellPowerDensity",unit="nW/um2"} 107
chip_impl_info{name="hold_end",value="x[16][11]$_SDFFCE_PN0P_"} 1
chip_impl_metric{name="syn_area",unit="um2"} 55100
chip_impl_metric{name="netlist-cell-type-count",unit=""} 38
chip_impl_info{name="final_layout_top_logic_cells",value="and2_1 (1024), edfxtp_1 (1024), mux2i_1 (354)"} 1
chip_impl_metric{name="globalplace.congestion",unit=""} 0.913
chip_impl_metric{name="detail_route.wl_per_cell",unit="um"} 29.3
chip_impl_metric{name="slowest_delay",unit="ps"} 640
chip_impl_metric{name="initialDrtViolationCount",unit=""} 2221
chip_impl_metric{name="final_max_slew_viol_count",unit=""} 0
chip_impl_metric{name="vias",unit=""} 34900
chip_impl_metric{name="ctsHoldBuffers",unit=""} 0
chip_impl_metric{name="top_level_ports",unit=""} 195
chip_impl_metric{name="grt_antenna_before_repair",unit=""} 11
chip_impl_info{name="critical_path_capture_point_type",value="output port"} 1
chip_impl_metric{name="globalRouteOverflowTotal",unit=""} 0
chip_impl_metric{name="layout_min_cycle_time",unit="ps"} 10320
chip_impl_metric{name="tritoncts_num_sinks",unit=""} 1024
chip_impl_metric{name="tightest_slew",unit="ps"} 864
chip_impl_metric{name="postCtsSetupRepairBufs",unit=""} 0
chip_impl_metric{name="final_core_util",unit="%"} 34.7
chip_impl_info{name="outcome",value="finished, final reports clean"} 1
chip_impl_info{name="timing.critical_path.cells",value="buf_8 -> buf_4 -> buf_4 -> buf_4 -> mux4_2 -> a221o_1 -> a21oi_1 -> a311oi_1 -> clkdlybuf4s50_1"} 1
chip_impl_metric{name="drt_drc_violations_left",unit=""} 0
chip_impl_metric{name="rows",unit=""} 156
chip_impl_info{name="worstSetupStartpointType",value="input port"} 1
chip_impl_metric{name="tool_warnings",unit=""} 53
chip_impl_metric{name="clock_pin_transition_on_the_worst_setup_and_hold_timing_paths",unit="ps"} 60
chip_impl_metric{name="max_freq",unit="MHz"} 96.9
chip_impl_metric{name="numCtsBuffers",unit=""} 113
chip_impl_info{name="timing.critical_path.slowest_stage_cell",value="buf_4"} 1
chip_impl_metric{name="critPathArrivalTime",unit="ps"} 7260
chip_impl_metric{name="yosys_warnings",unit=""} 1
chip_impl_info{name="worst-setup-path-type",value="in -> out"} 1
chip_impl_metric{name="grt_max_degree",unit=""} 82
chip_impl_info{name="rsz0062_at_grt",value="false"} 1
chip_impl_metric{name="fin_setup_tns",unit="ps"} 0
chip_impl_metric{name="yosys_cells",unit=""} 3908
chip_impl_metric{name="fin_hold_ws",unit="ps"} 3280
chip_impl_metric{name="report.final.setup_viol",unit=""} 0
chip_impl_metric{name="maxSlewHeadroom",unit="%"} 42.4
chip_impl_info{name="hold_path.class",value="in -> reg"} 1
chip_impl_metric{name="post_synth.cell_area_avg",unit="um2"} 14.1
chip_impl_info{name="worst_path_dominant_cell_family",value="buffers and inverters"} 1
chip_impl_metric{name="power.leakage",unit="nW"} 21.9
chip_impl_info{name="synthDominantAreaCellType",value="edfxtp_1"} 1
chip_impl_metric{name="ant_nets",unit=""} 0
chip_impl_metric{name="min_path_cells",unit=""} 3
chip_impl_metric{name="post-synth-top-area-fraction",unit="%"} 55.8
chip_impl_metric{name="numSynthFlops",unit=""} 1024
chip_impl_metric{name="clock_tree.htree_level_count",unit=""} 3
chip_impl_info{name="cell_at_the_root_of_the_clock_tree",value="clkbuf_16"} 1
chip_impl_metric{name="die.size.y",unit="um"} 431
chip_impl_metric{name="layout_worst_path_cycle_share",unit="%"} 67.5
chip_impl_metric{name="enable_flop_cells",unit=""} 1024
chip_impl_metric{name="first_global_vias",unit=""} 37400
## worst max path at each step
stage,endpoint,slack (ps),depth (start not counted)
CTS,rD2[17],4820,9
global route,rD2[30],4720,10
finish,rD2[17],4980,9
## layer usage
| metal | vias up | global-route usage [%] | wire length [um] |
|---|---|---|---|
| met4 | 4 | 8.99 | 10100 |
| met5 | - | 0.859 | 76 |
| li1 | 15100 | - | - |
| met3 | 428 | 14.3 | 28800 |
| met2 | 2278 | 32.7 | 87900 |
| met1 | 17100 | 23.2 | 60300 |
## area by class of cell
| cell class | count | area (um2) |
|---|---|---|
| Clock buffer | 140 | 3010 |
| Multi-Input combinational cell | 2464 | 22900 |
| Fill cell | 17100 | 119000 |
| Antenna cell | 2 | 5.00 |
| Inverter | 3 | 13.8 |
| Timing Repair Buffer | 324 | 2900 |
| Tap cell | 2370 | 2970 |
| Clock inverter | 64 | 429 |
| Sequential cell | 1024 | 30700 |
## metrics by stage
stage          total power [W]  setup WS (ps)  cell area [um2]  std cells
6_report               0.00676           4980            63000       6391
5_1_grt                0.00696           4720            63000       6389
4_1_cts                0.00680           4820            63000       6389
3_5_place_dp           0.00422           4820            59500       6185
3_3_place_gp           0.00421           4820            59500       6185
2_1_floorplan          0.00384           7530            55100       3908
## logic make-up after synthesis
group,synth area share [%]
simple gates,13.9
compound gates,6.60
flops,55.8
buf+inv,3.22
mux,20.5
## report_power, final
group	switching [W]	internal, W	total, W
registers	0.0000684	0.00324	0.00331
clock network	0.00113	0.00147	0.00259
logic	0.000504	0.000356	0.000861
## cell usage after synthesis, types with 24 or more instances
library cell and n:
a221o_1 24, nor2_1 41, buf_2 72, or2_2 32, a311oi_1 24, edfxtp_1 1024
clkbuf_1 305, mux2i_1 354, and2_1 1026, a221oi_1 177, nand2_1 134, mux4_2 343
a22oi_1 71, o21ai_0 88, a22o_1 40
Power and IR drop assume default switching activity.
